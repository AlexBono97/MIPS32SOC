<file path="./config.mk">
export PLATFORM = sky130hd
export DESIGN_NAME = regfile
export DESIGN_NICKNAME = regfile
export VERILOG_FILES = /design/flow/design.v
export SDC_FILE = /design/flow/constraint.sdc
export NUM_CORES = 4
export LEC_CHECK = 1
export CORE_UTILIZATION = 40
</file>
<file path="./constraint.sdc">
current_design regfile

set clk_period 8.5
set clk_io_pct 0.2

create_clock -name clk0 -period $clk_period [get_ports {clk}]

set non_clock_inputs [all_inputs -no_clocks]
set_input_delay [expr $clk_period * $clk_io_pct] -clock clk0 $non_clock_inputs
set_output_delay [expr $clk_period * $clk_io_pct] -clock clk0 [all_outputs]
</file>
<file path="./design.v">
module regfile(
input clk,
input [4:0]Ra,
input [4:0]Rb,
input [4:0]Rw,
input we,
input [31:0]din,
output reg [31:0]Da,
output reg [31:0]Db
);
reg [31:0] memory[31:0];
reg [3:0] k;
initial begin
            for (k = 0; k <10; k = k + 1) begin
            memory[k] = k+1;
            end
end
always @(posedge clk)
begin
    if(we)
        memory[Rw]<=din;
end
always @(*)
begin
    Da<=memory[Ra];
    Db<=memory[Rb];
end
endmodule
</file>
<file path="./run.sh">
#!/bin/bash
# OpenROAD 26Q1-2900-gdf79404cd8, Yosys 0.63+post, stock flow scripts
make -C /OpenROAD-flow-scripts/flow DESIGN_CONFIG=/design/flow/config.mk WORK_HOME=/design/flow/orfs finish
</file>
==> impl_metrics.csv <==
group,metric,value,unit
place,dp_hpwl,84960,µm
global_routing,antenna_found_initial,4,
logic_synthesis,avgSynthCellArea,14.41,µm²
power_and_ir_drop,pwr_density_cell,200.8,mW/mm²
floorplan,fp_util,40.51,%
sta,timing.slew.headroom,40.36,%
sta,setup_viol_count_final,0,
worst_setup_path,critical_path_arrival,4.87,ns
floorplan,num_io_pins,113,
clock_network,cts_sinks,1024,
cells_and_area,syn2layout_area_growth,13.20,%
power_and_ir_drop,vdd_drop_max,147.2,µV
clock_network,clockBufferDepth,3,
floorplan,core,0.1204,mm²
logic_synthesis,edf_count,1024,
global_routing,grt_pass1_vias,31996,
floorplan,die_h,351.2,µm
logic_synthesis,ff_type,"edfxtp_1",
sta,finalSetupTns,0,ns
logic_synthesis,ys_seq_share,63.03,%
clock_network,cts_max_level,3,
run,drv_cap,0,
logic_synthesis,synth.cells.most_frequent,"edfxtp_1 (1,024), mux2i_1 (1,024), nand2_1 (195), nand3_1 (194)",
sta,fmax,152.2,MHz
global_routing,grt.overflow.total,0,
logic_synthesis,synth_async_sr_flop_share,0,%
worst_setup_path,crit_path_end_kind,"primary output",
worst_setup_path,cp.required,6.80,ns
global_routing,grt_usage,26.39,%
clock_network,clkTransAtPathRegs,0.06,ns
place,place_congestion,0.9091,
sta,rsz0062_at_grt,"no",
run_status,status,"finished, final reports clean",
drt,routed_wl,151700,µm
clock_network,root_buffer,"clkbuf_16",
floorplan,num_rows,127,
logic_synthesis,syn_area,0.04879,mm²
drt,drt-initial-drc-count,2012,
drt,drt_pass1_iterations,6,
place,pre_cts_ws,1.957,ns
logic_synthesis,numSynthFlops,1024,
cells_and_area,largest_reg_flops,1024,
worst_hold_path,min_path_cells,2,
run,warnings,26,
floorplan,die_area,0.1234,mm²
sta,maxSlewViolCount,0,
sta,final.period_utilization,77.29,%
cells_and_area,reg_top3,"memory (1024)",
logic_synthesis,ys_cells,3386,
sta,tightest_slew,0.8925,ns
floorplan,die_x,351.2,µm
cells_and_area,drive_gt1_share,9.251,%
place,io_buffers,112,
sta,fin_ws,1.930,ns
clock_network,cts_setup_buffers,0,
drt,num_vias,30879,
clock_network,cts_resized,0,
worst_setup_path,crit_type,"primary input to primary output",
drt,drc_errors,0,
worst_setup_path,path_max_fanout,22,
global_routing,grt_pass1_wl,216600,µm
logic_synthesis,syn_inst,3386,
sta,hold_viol,0,
worst_hold_path,min_path_type,"primary input to flop",
clock_network,cts_made_buffers,105,
worst_setup_path,worst_setup_path_start_kind,"primary input",
logic_synthesis,top_cell_area_share,63.03,%
global_routing,grt_max_degree,91,
place,dp_cells,4995,
drt,vias_per_cell,5.949,
clock_network,cts_tree,"built",
logic_synthesis,yosysUniqueCellTypes,23,
logic_synthesis,yosysWarnings,1,
sta,fin_crit,6.570,ns
clock_network,postCtsHoldBufs,0,
logic_synthesis,yosys.area.top_type,"edfxtp_1",
cells_and_area,instances_no_fill,5191,
logic_synthesis,ys_chip_area,0.04879,mm²
power_and_ir_drop,p_leak,0.02016,µW
cells_and_area,regMostFlops,"memory",
logic_synthesis,yosys-top-cells-area,"edfxtp_1 (63%), mux2i_1 (21%), a22oi_1 (3.0%)",
drt,ant_nets,0,
drt,wl_per_cell,29.23,µm
==> critical path, cell delays in order <==
cell and delay [ns]:
clkdlybuf4s50_1 0.63, nor2b_4 0.70, buf_4 0.47, a22o_1 0.19, nor3_1 0.05, a31oi_1 0.27, nand3_1 0.31, clkdlybuf4s50_1 0.50
==> worst paths after layout <==
check	from	endpoint	slack, ns
setup / recovery	Ra[0]	Da[10]	1.93
hold / removal	din[6]	memory[1][6]	1.83
==> metrics by stage <==
stage	hold WS [ns]	total power (µW)	instance area, µm²	util [%]
finish	1.831	11090	55230	45.86
global route	1.842	11400	55230	45.86
CTS	1.808	11140	55230	45.85
detailed placement	2.532	6776	51970	43.15
global placement	2.531	6773	51970	43.15
floorplan	1.799	6326	48790	-
==> metal layers <==
metal / part of all wire [%] / wire length [µm] / GRT usage [%]
met5: 0.16 / 249 / 1.334
met4: 3.4 / 5184 / 6.921
met3: 14 / 21160 / 15.78
met2: 47 / 71960 / 40.57
met1: 35 / 53180 / 32.30
==> cells in the final DEF, fill, tap and decap left out, types with 4 or more instances in the layout <==
cell type,n
a21oi_1,192
a22o_1,128
a22oi_1,192
a31oi_1,64
buf_12,21
buf_4,117
bufinv_16,7
clkbuf_1,30
clkbuf_16,106
clkdlybuf4s50_1,110
clkinv_1,25
clkinv_2,19
edfxtp_1,1024
mux2i_1,1024
nand2_1,193
nand2b_2,4
nand3_1,194
nand3b_1,5
nor2_4,34
nor2b_4,4
nor3_1,64
==> layout make-up <==
type | instances | area [µm²]
antenna | 1 | 2.502
multi-input combinational | 2109 | 16780
clock inverter | 59 | 489.2
tap | 1612 | 2017
fill | 10465 | 65220
sequential | 1024 | 30750
timing repair buffer | 250 | 2430
clock buffer | 136 | 2765
==> logic make-up after synthesis <==
logic type / share of synthesized area [%]
and+or+nand+nor: 4.714
muxes: 21.01
DFF: 63.03
AOI/OAI and AO/OA: 8.042
buffers and inverters: 3.211
==> report_power, final <==
part	switching, µW	total, µW	leakage, µW	internal (µW)
sequential	23.5	5640	0.00922	5620
clock	1910	4410	0.00159	2500
combinational	643	1040	0.00935	394
total	2580	11100	0.0202	8510
Power figures rest on the tool's default switching activity, not on a simulated workload.
