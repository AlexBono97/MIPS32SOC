===== run.sh =====
#!/bin/bash
# OpenROAD 26Q1-2900-gdf79404cd8, Yosys 0.63+post, stock flow scripts
make -C /OpenROAD-flow-scripts/flow DESIGN_CONFIG=/design/flow/config.mk WORK_HOME=/design/flow/orfs finish

===== config.mk =====
export PLATFORM = sky130hd
export DESIGN_NAME = datamemory
export DESIGN_NICKNAME = datamemory
export VERILOG_FILES = /design/flow/design.v
export SDC_FILE = /design/flow/constraint.sdc
export NUM_CORES = 4
export LEC_CHECK = 1
export CORE_UTILIZATION = 40

===== constraint.sdc =====
current_design datamemory

set clk_period 4.2
set clk_io_pct 0.2

create_clock -name clk0 -period $clk_period [get_ports {clk}]

set non_clock_inputs [all_inputs -no_clocks]
set_input_delay [expr $clk_period * $clk_io_pct] -clock clk0 $non_clock_inputs
set_output_delay [expr $clk_period * $clk_io_pct] -clock clk0 [all_outputs]

===== design.v =====
module datamemory(
    input clk,
    input [7:0]addr,
    input [31:0]wData,
    input mwrite,
    input mread,
    output reg[31:0]rdata
); 
reg [63:0] memory[31:0];
always @(posedge clk)
begin
    if(mwrite)
        memory[addr]<=wData;
end
always @(*)
begin
    if(mread)
    	rdata<=memory[addr];
end
endmodule

==> run summary <==
Largest net degree at the start of global routing = 104
Worst EP required = 4.54 ns
Critical Path End = memory[31][23]$_DFFE_PP_
Crit start category = input port
Vias in the first global route = 21200
Status = completed
CTS resizes = 0
Share of layout cells above drive strength 1 = 12.6%
Clock Path Buffers = 3
Post-route ant nets = 0
Drt wl/cell = 26.1 um
Power per Cell Area = 456 nW/um2
Placed cell areas = 42600 um2
Warnings from Yosys = 1
Most frequent cells in the layout = edfxtp_1 (1024), mux2i_1 (512), o22ai_1 (256)
Final WL = 94800 um
Post-Syn Instances = 2107
First-pass GRT wire length = 140000 um
IO Port Bufs = 71
Slew HR = 34.6%
Max Cap Violations = 0
Met3 usage = 14.2%
Fin crit period = 2.86 ns
M2 GR Usage = 30.9%
CTS tree = built
Post-Syn Area = 39600 um2
FMAX = 0.350 GHz
Initial Util = 40.3%
Io pins = 75
CP arrival = 3.20 ns
Logic area = 7950 um2
Top cell excl fill/tap = edfxtp_1
Hold_buf cts = 0
FF+latch area = 31200 um2
CORE AREA = 98300 um2
Gr usage total = 21.0%
Top Usage Layer GRT = met2
Residual DRC = 0
Postcts setup bufs = 0
Crit path capture type = flip-flop
Final setup TNS = 0 ns
H-tree levels = 3
Die height = 317 um
Tcrit/Tclk final = 68.1%
Clock transition at the registers of the reported paths = 0.06 ns
Initial antenna violation count = 5
FILL cells = 8019
Synthesis-to-finish area growth = 15.3%
Synth flops = 1056
First drt pass iteration count = 5
Critical path origin = addr[2]
RSZ-0062 raised after global routing = no
Die area = 100000 um2
Congestion Overflow GR = 0
Final worst slack = 1.34 ns
Vias/cell = 5.48
Min-delay worst type = input port to flip-flop
Tool warning count = 32
Chip Area, Yosys = 39600 um2
Final hold vios = 0
Yosys stat cell total = 2107
Count of unclocked register or latch pins = 32
Slew Viols, Final = 0
Pre-CTS WS = 0.739 ns
Fin area = 45700 um2
Syn_area_per_cell = 18.8 um2
Hpwl dp = 56100 um
Hold path depth = 2
Power after layout = 20.8 mW
Chip width = 317 um
Gpl congestion = 0.867
Pleak = 15.6 nW
Peak VDD IR = 0.000315 V
Endpoints left unconstrained = 64
CP max FO = 19
CTS Buf Count = 100
Count of final setup violators = 0
Setup Crit Path Kind = input port to flip-flop
Worst slew pin tran = 0.981 ns
GR Util met1 = 28.0%
Via count = 19900
Root buffer cell = clkbuf_16
Synth cell types = 23
Drt first-iter violations = 1114
Floorplan row count = 115
==> synth_stat cells (all sizes together) <==
cell / count / area [um2]
nand3b: 4 / 30.0
nand4bb: 6 / 67.6
or3: 1 / 6.26
clkbuf: 23 / 86.3
o22ai: 256 / 1600
nor2: 29 / 109
or4: 1 / 11.3
mux2i: 512 / 5120
nand3: 2 / 10.0
nand4: 1 / 6.26
nor3: 4 / 20.0
nor4: 64 / 400
nand4b: 4 / 35.0
or4b: 4 / 51.3
dlxtp: 32 / 480
buf: 103 / 638
or3b: 3 / 26.3
nand2: 34 / 128
edfxtp: 1024 / 30700
==> stage by stage <==
stage	cells	utilization (%)	hold WS, ns
after floorplan	2107	-	0.939
after global placement	3452	43.3	1.69
after detailed placement	3452	43.3	1.69
after CTS	3629	46.4	0.986
after global routing	3629	46.4	1.03
final	3630	46.5	1.02
==> where the power goes <==
part	leakage [nW]	internal (mW)	switching [mW]
Sequential	9.47	11.4	0.0342
Clock	1.49	4.74	3.61
Combinational	4.65	0.364	0.652
==> metal layers <==
layer  vias up  share of wire (%)
met3       116                 15
met2      1090                 47
met4        10                1.7
met5         -               0.11
li1       8906                  -
met1      9756                 37
==> flip-flops by register name (all words and copies together), names as in the netlist <==
| name | flops |
|---|---|
| rdata | 32 |
| memory | 1024 |
==> final cells by class <==
class / count / share of cell area [%]
Antenna cell: 1 / 0.00548
Clock buffer: 122 / 5.76
Clock inverter: 55 / 0.929
Multi-Input combinational cell: 925 / 17.4
Sequential cell: 1056 / 68.4
Tap cell: 1287 / 3.53
Timing Repair Buffer: 184 / 3.96
==> worst min path at each step <==
stage / from / end / slack, ns
4_1_cts: wData[15] / memory[10][15]$_DFFE_PP_ / 0.99
5_1_grt: wData[14] / memory[8][14]$_DFFE_PP_ / 1.03
6_report: wData[8] / memory[31][8]$_DFFE_PP_ / 1.02
==> cell families after synthesis <==
logic type / count (synthesis) / share of synthesized area (%)
buffers and inverters: 126 / 1.83
latches: 32 / 1.21
DFF: 1024 / 77.7
and+or+nand+nor: 157 / 2.28
AOI/OAI and AO/OA: 256 / 4.05
muxes: 512 / 12.9
==> critical path: stages <==
cell and delay, ns:
clkdlybuf4s50_1 0.92, nand3_1 0.48, nor2_4 0.66, buf_12 0.28
Power figures rest on the tool's default switching activity, not on a simulated workload.
