**design/flow/run.sh**
```bash
#!/bin/bash
# OpenROAD 26Q1-2900-gdf79404cd8, Yosys 0.63+post, stock flow scripts
make -C /OpenROAD-flow-scripts/flow DESIGN_CONFIG=/design/flow/config.mk WORK_HOME=/design/flow/orfs finish
```
**design/flow/config.mk**
```make
export PLATFORM = sky130hd
export DESIGN_NAME = controlunit
export DESIGN_NICKNAME = controlunit
export VERILOG_FILES = /design/flow/design.v
export SDC_FILE = /design/flow/constraint.sdc
export NUM_CORES = 4
export LEC_CHECK = 1
export CORE_AREA = 10 10 70 70
export DIE_AREA = 0 0 80 80
```
**design/flow/constraint.sdc**
```tcl
current_design controlunit

set clk_period 2.5
set clk_io_pct 0.2

create_clock -name clk0 -period $clk_period

set non_clock_inputs [all_inputs -no_clocks]
set_input_delay [expr $clk_period * $clk_io_pct] -clock clk0 $non_clock_inputs
set_output_delay [expr $clk_period * $clk_io_pct] -clock clk0 [all_outputs]
```
**design/flow/design.v**
```verilog
module controlunit(
    input [5:0] opcode,
    output reg RegDst,
    output reg branch,
    output reg memread,
    output reg memwrite,
    output reg memtoReg,
    output reg [1:0]ALUop,
    output reg Alusrc,
    output reg regwrite,
    output reg jump,
    output reg bne
);
always @(*)
begin
    case (opcode)
      6'd0: 
            {RegDst,Alusrc,memtoReg,regwrite,memread,memwrite,branch,ALUop,jump,bne} = {1'b1,1'b0,1'b0,1'b1,1'b0,1'b0,1'b0,2'b10,1'b0,1'b0};
      6'd2: 
            {RegDst,Alusrc,memtoReg,regwrite,memread,memwrite,branch,ALUop,jump,bne} = {1'b0,1'b0,1'b0,1'b0,1'b0,1'b0,1'b0,2'b00,1'b1,1'b0};
      6'd4: 
            {RegDst,Alusrc,memtoReg,regwrite,memread,memwrite,branch,ALUop,jump,bne} = {1'b0,1'b0,1'b0,1'b0,1'b0,1'b0,1'b1,2'b01,1'b0,1'b0};
      6'd5: 
            {RegDst,Alusrc,memtoReg,regwrite,memread,memwrite,branch,ALUop,jump,bne} = {1'b0,1'b0,1'b0,1'b0,1'b0,1'b0,1'b0,2'b01,1'b0,1'b1};
      6'd35: 
            {RegDst,Alusrc,memtoReg,regwrite,memread,memwrite,branch,ALUop,jump,bne} = {1'b0,1'b1,1'b1,1'b1,1'b1,1'b0,1'b0,2'b00,1'b0,1'b0};
      6'd43: 
            {RegDst,Alusrc,memtoReg,regwrite,memread,memwrite,branch,ALUop,jump,bne} = {1'b0,1'b1,1'b0,1'b0,1'b0,1'b1,1'b0,2'b00,1'b0,1'b0};
      default: 
            {RegDst,Alusrc,memtoReg,regwrite,memread,memwrite,branch,ALUop,jump,bne} = {1'bx,1'bx,1'bx,1'bx,1'bx,1'bx,1'bx,2'bxx,1'bx,1'bx};
    endcase
end
endmodule
```
==> impl_metrics.ini <==
; synthesis and place-and-route metrics
[run_status]
status = finished, final reports clean

[placement]
numPortBuffers = 17
post_dp_cell_area_um2 = 397
hpwlAfterDp_um = 646
gp_congestion = 0.795

[setup_path]
arrival_ns = 1.91
critical_path_class = in -> out
startpoint_type = input port
worstPathMaxFanout = 6
critPathCaptureType = primary output
cp_data_required_time_ns = 2.00

[finish]
lay_top_count = clkdlybuf4s50_1
logic_area_um2 = 153
syn2layout_area_growth_pct = 204
drive_gt1_share_pct = 26.8
num-clock-buffers = 0
fillers = 399
layout.cells.most_common_list = clkdlybuf4s50_1 (11), buf_4 (6), dlygate4sd2_1 (5)
seqCellArea_um2 = 0
final_area_um2 = 422
final_util_pct = 12.3
ff_count = 0

[detailed_routing]
dr_total_vias = 240
via_per_inst = 2.76
drt_pass1_iterations = 2
antennaDiodeCount = 0
post-route-drc-count = 0
initialDrtViolationCount = 18
ant_nets = 0
avgRoutedWirePerCell_um = 9.05
drt_wl_total_um = 787

[floorplanning]
coreArea_um2 = 3420
initCoreUtil_pct = 4.07
io_pins = 17
die_area_um2 = 6400
dieHeight_um = 80
row_count = 21
die_x_um = 80

[sta]
max_slew_margin_pct = 82.5
worst_pin_slew_ns = 0.262
fin_crit_sh_pct = 96.4
fin_tns_setup_ns = 0
min_period_ns = 2.41
finalSetupViolCount = 0
finalHoldViolations = 0
rsz0062_at_grt = no
finalMaxSlewViolations = 0
fmax_mhz = 415

[logic_synthesis]
synth_chip_area_um2 = 139
synth.top_cells.by_area = nand4b_1 (13%), buf_4 (11%), nand2b_1 (9.0%)
top_cell_area_share_pct = 12.6
ys_warn_count = 1
synthesis.area_um2 = 139
yosys_cells = 20
synth_cell_types = 15
top_area_cell = nand4b_1
synth_seq_share_pct = 0
simple_gate_area_share_pct = 71.2
ys_sh_xor_pct = 0
aoi_share_pct = 18.0
avgSynthCellArea_um2 = 6.94
synth_adder_area_share_pct = 0
synth_cells = 20
ys_top_logic_family = simple AND/OR/NAND/NOR gates
mux_area_share_pct = 0

[global_routing]
grt_pass1_vias = 252
grt_max_degree = 7
antenna_found_initial = 0
grt_overflow_total = 0
grt_pass1_wl_um = 1250
grt_usage_pct = 2.29

[worst_hold_path]
worstHoldPathType = in -> out

[run]
drv_cap = 0
tool_warnings = 32

[pwr]
powerDensity_nw_per_um2 = 89.5
power_uw = 37.7
vdd_drop_max_mv = 0.0143
p_leak_nw = 0.155

[cts]
post_cts_buffers = 0
cells in the mapped netlist, drive strengths merged:
cell	count
nor2	2
o31ai	1
and2	1
nor4	2
nand4b	2
a21oi	1
nor2b	1
nand2b	2
nor3b	1
o21bai	1
or4	1
nor3	2
buf	2
o21ai	1
stage by stage:
step | hold WS, ns | instances | setup slack, ns
after floorplan | 1.01 | 20 | 0.945
after global placement | 2.04 | 87 | -0.104
after detailed placement | 2.03 | 87 | -0.118
after CTS | 1.83 | 87 | 0.0315
after global routing | 1.76 | 87 | 0.0345
final | 1.71 | 87 | 0.0896
what timing repair did:
action,4_1_cts,5_1_grt
pin swaps,1,1
hold buffers,0,0
resized,7,3
gates cloned,0,0
endpoints found under the setup margin,8,4
logic make-up (layout without fill, tap and decap cells):
family | Yosys count | after routing
AOI/OAI and AO/OA | 4 | 4
buffers and inverters | 2 | 23
and+or+nand+nor | 14 | 14
report_power, final:
group | switching (mW) | leakage [nW] | total (mW) | internal [mW]
clock network | 0 | 0 | 0 | 0
logic | 0.0161 | 0.155 | 0.0377 | 0.0216
registers | 0 | 0 | 0 | 0
total | 0.0161 | 0.155 | 0.0377 | 0.0216
metal layers:
metal	global-route usage [%]	wire (um)	vias up
li1	-	-	121
met1	3.30	365	108
met2	3.69	334	11
met3	0.341	87	0
met4	0	0	0
met5	0	0	-
worst paths after layout:
kind | start | end | slack, ns | cells past startpoint
worst max-delay path | opcode[3] | jump | 0.09 | 4
worst min-delay path | opcode[0] | branch | 1.71 | 4
worst max-delay path: stages:
cell             delay, ns
dlygate4sd2_1         0.31
or4_1                 0.53
nor2_1                0.10
clkdlybuf4s50_1       0.47
cell type report:
type               instances  share of cell area [%]
repair buffers            23                    50.1
multi-input cells         18                    36.2
well taps                 46                    13.6
Power is estimated from default activity; no workload was simulated.
